`design.v`:
```
parameter int TAGMSB = 19;  
parameter int TAGLSB = 6;  
parameter int NUM_CACHE_BLOCKS = 4;  
parameter int CACHE_BLOCK_SIZE = 128;   
parameter int NUM_MEM_BLOCKS = 1024;  
parameter int MEM_BLOCK_SIZE = 128;   
parameter int NUM_PA_BITS = 10;  
parameter LW      = 7'b0000011;
parameter SW      = 7'b0100011;
parameter LB     =  7'b0000011;
parameter SB     =  7'b0100011;
parameter JALR   = 7'b1100111;
parameter BEQ     = 7'b1100011;
parameter NOP_INST= 32'h00000013;
parameter ALUopR  = 7'b0110011;  
parameter ALUopI  = 7'b0010011;  
parameter DRAIN_CACHE = 7'b1111111;
parameter ADD     = 3'b000;
parameter SUB     = 3'b000;
parameter MUL     = 3'b000;
parameter ADDSUB  = 7'b0000000;
parameter MULOP   = 7'b0000001;
parameter LW_FUNCT3 = 3'b010;
parameter SW_FUNCT3 = 3'b010;
parameter LB_FUNCT3 = 3'b000;
parameter SB_FUNCT3 = 3'b000;
parameter LH_FUNCT3 = 3'b100;
parameter SH_FUNCT3 = 3'b100;
parameter DIV    = 3'b100;
module ALUInputSelect(
    input  logic clock,
    input  logic [6:0] IDEXop,
    input  logic [31:0] IDEXIR,
    input  logic [31:0] IDEXA,
    input  logic [31:0] IDEXB,
    input  logic [31:0] EXMEMALUOut,
    input  logic [31:0] MEMWBValue,
    input  logic bypassAfromMEM,
    input  logic bypassAfromALUinWB,
    input  logic bypassAfromLDinWB,
    input  logic bypassBfromMEM,
    input  logic bypassBfromALUinWB,
    input  logic bypassBfromLDinWB,
    output logic [31:0] Ain,
    output logic [31:0] Bin,
    output logic [31:0] BypassRs2SW  
);
    logic [31:0] BypassB;
    assign Ain = (bypassAfromMEM === 1'b1) ? EXMEMALUOut
             : ((bypassAfromALUinWB === 1'b1) || (bypassAfromLDinWB === 1'b1))
                ? MEMWBValue
                : IDEXA;
    assign BypassB = (bypassBfromMEM === 1'b1) ? EXMEMALUOut :
                     ((bypassBfromALUinWB === 1'b1) || (bypassBfromLDinWB === 1'b1)) ? MEMWBValue
                    : IDEXB;
    assign BypassRs2SW = BypassB;  
    logic [31:0] imm_i;  
    logic [31:0] imm_s;
    assign imm_i = {{20{IDEXIR[31]}}, IDEXIR[31:20]};
    assign imm_s = {{20{IDEXIR[31]}}, IDEXIR[31:25], IDEXIR[11:7]};
    assign Bin =
        (IDEXop == ALUopI || IDEXop == LW) ? imm_i :
        (IDEXop == SW)                    ? imm_s :
                                            BypassB;
    always @(posedge clock) begin
        if (0) begin
            $display("ALUInputSelect: Ain = %h, Bin = %h", Ain, Bin);
            $display("  Bypass Signals: bypassAfromMEM = %b, bypassAfromALUinWB = %b, bypassAfromLDinWB = %b", 
                    bypassAfromMEM, bypassAfromALUinWB, bypassAfromLDinWB);
            $display("                 bypassBfromMEM = %b, bypassBfromALUinWB = %b, bypassBfromLDinWB = %b", 
                    bypassBfromMEM, bypassBfromALUinWB, bypassBfromLDinWB);
            $display("  Inputs: IDEXA = %h, IDEXB = %h, EXMEMALUOut = %h, MEMWBValue = %h, IDEXop = %h", 
                    IDEXA, IDEXB, EXMEMALUOut, MEMWBValue, IDEXop);
            $display("  Immediate Values: imm_i = %h, imm_s = %h", imm_i, imm_s);
            $display("  BypassB = %h", BypassB);
            $display("  IDEXIR = %h", IDEXIR);
        end
    end
endmodule
```
`config.mk`:
```
export PLATFORM = sky130hd
export DESIGN_NAME = ALUInputSelect
export DESIGN_NICKNAME = ALUInputSelect
export VERILOG_FILES = /design/flow/design.v
export SDC_FILE = /design/flow/constraint.sdc
export NUM_CORES = 4
export LEC_CHECK = 1
export CORE_AREA = 10 10 123 123
export DIE_AREA = 0 0 133 133
```
`constraint.sdc`:
```
current_design ALUInputSelect

set clk_period 7.3
set clk_io_pct 0.2

create_clock -name clk0 -period $clk_period

set non_clock_inputs [all_inputs -no_clocks]
set_input_delay [expr $clk_period * $clk_io_pct] -clock clk0 $non_clock_inputs
set_output_delay [expr $clk_period * $clk_io_pct] -clock clk0 [all_outputs]
```
`run.sh`:
```
#!/bin/bash
# OpenROAD 26Q1-2900-gdf79404cd8, Yosys 0.63+post, stock flow scripts
make -C /OpenROAD-flow-scripts/flow DESIGN_CONFIG=/design/flow/config.mk WORK_HOME=/design/flow/orfs finish
```
==> results.txt <==
flow finished, numbers: HPWL Detailed 9.97 mm, cell count after synthesis approximately 270, # fillers roughly 1300, Yosys warning count 1, Seq. cell area 0 sq um, # DRC 0, Seq share, synth 0, max-slew violation count 0, largest net degree at the start of global routing 65, Resized Gates After CTS 0, Layout area overhead 137%, Yosys Chip Area 0.00193 sq mm, Pleak 1.69 nW, Max Fclk 176 MHz, Die Wd 133 microns, Worst Tran Pin Value approximately 0.84 ns, Fin. Hold Viols 0, vias per std cell 4.30, # diodes 0, total of max-cap violations 0, Crit Path Category input port to output pin, IO buf count 254, Req. time, crit path between 5 and 6 ns, pre-CTS setup slack 1.57 ns, commonest non-fill, non-tap cells in the layout clkdlybuf4s50_1, mux2i_1, nand2_1, endpoints failing setup 0, Max-slew headroom 0.436, first-pass GRT wire length 17.7 mm, CP endpoint kind output pin, height of the chip between 100 and 150 microns, Setup TNS 0 ns, Worst EP arrival 4.24 ns, cts hold-fix bufs 0, dominant logic cell type in the layout clkdlybuf4s50_1, Overall Global Routing Usage 0.123, RSZ-0062 raised after global routing false, antenna violations before repair 0, ys cells 269, DRT antenna net count 0, VDD IR max between 0.03 and 0.04 mV, # IOs ~270, grt total ovfl 0, vias post-DR about 2900, Rows 41, RePlAce Congestion 0.813, CLK BUF 0, vias in the first global route 3100, layout cells sized above 1 0.0777, DRT iter0 DRCs about 110, syn avg cell area 7.17 sq um, Post-Syn Area 0.00193 sq mm, OpenROAD warnings 48, Power Dens Cells approximately 61 mW/mm^2, worst min path class input port to output pin, synth unique cells 20, Avg WL per Cell around 17 microns, worst-path fanout max 14, Die ar. 0.0177 sq mm, Final min period 5.70 ns, Total Wirelength 11.8 mm, Startpoint Class input port, outcome finished clean, Core Region 0.0126 sq mm, Power, Total 0.000279 W, final worst setup slack 1.60 ns, final core utilization 0.364, Final Cycle Share 0.780, # Post-CTS Setup Buffers 0, DRT Pass-1 Iters 4, Flops 0, Core Util at FP 0.154
cells in the mapped netlist (all sizes together):
cell | n | area share
inv | 1 | 0.0019
or4 | 1 | 0.0058
a311o | 5 | 0.026
nor2b | 1 | 0.0032
buf | 11 | 0.050
a221oi | 5 | 0.023
clkbuf | 15 | 0.029
mux2i | 64 | 0.33
mux2 | 27 | 0.20
nor4 | 1 | 0.0065
nand2 | 61 | 0.12
nor2 | 7 | 0.014
o21ai | 59 | 0.15
nor3b | 5 | 0.019
a21oi | 6 | 0.021
metal layers:
layer / vias up / GRT usage / share of wire
met3: 4 / 0.0434 / 0.10
met5: - / 0 / 0
met1: 1295 / 0.139 / 0.39
li1: 1454 / - / -
met4: 0 / 0.00489 / 0.0040
met2: 148 / 0.226 / 0.51
final cells by class:
class | count | area [sq um] | area share
inverters | 1 | 3.75 | 0.000820
well taps | 172 | 215 | 0.0470
repair buffers | 259 | 2570 | 0.562
multi-input cells | 242 | 1790 | 0.391
worst max-delay path: stages:
cell	delay, ns
clkdlybuf4s50_1	0.44
or4_4	0.60
a21oi_4	0.52
buf_4	0.40
mux2_2	0.37
clkdlybuf4s50_1	0.42
power breakdown:
| part | internal (W) | total, W | switching, W | leakage, nW |
|---|---|---|---|---|
| logic | 0.000196 | 0.000279 | 0.0000833 | 1.69 |
| registers | 0 | 0 | 0 | 0 |
| clock network | 0 | 0 | 0 | 0 |
| total | 0.000196 | 0.000279 | 0.0000833 | 1.69 |
path summary, 6_finish.rpt:
check / start / end / cells past startpoint / slack, ns
worst max-delay path: IDEXop[3] / Bin[31] / 6 / 1.60
worst min-delay path: bypassBfromMEM / BypassRs2SW[24] / 4 / 3.79
through the flow:
step / area (sq um) / std cells / hold slack (ns)
finish: 4580 / 674 / 3.79
floorplan: 1930 / 269 / 2.97
CTS: 4580 / 674 / 3.80
global placement: 4580 / 674 / 3.79
global route: 4580 / 674 / 3.84
detailed placement: 4580 / 674 / 3.80
kinds of logic (layout without fill, tap and decap cells):
family          after synthesis  in the layout  synth area share
buf+inv                      27            260            0.0811
simple gates                 76             76             0.167
compound gates               75             75             0.223
mux                          91             91             0.529
Power is estimated from default activity; no workload was simulated.
