`./design.v`:
```
parameter int TAGMSB = 19;  
parameter int TAGLSB = 6;  
parameter int NUM_CACHE_BLOCKS = 4;  
parameter int CACHE_BLOCK_SIZE = 128;   
parameter int NUM_MEM_BLOCKS = 1024;  
parameter int MEM_BLOCK_SIZE = 128;   
parameter int NUM_PA_BITS = 10;  
parameter LW      = 7'b0000011;
parameter SW      = 7'b0100011;
parameter LB     =  7'b0000011;
parameter SB     =  7'b0100011;
parameter JALR   = 7'b1100111;
parameter BEQ     = 7'b1100011;
parameter NOP_INST= 32'h00000013;
parameter ALUopR  = 7'b0110011;  
parameter ALUopI  = 7'b0010011;  
parameter DRAIN_CACHE = 7'b1111111;
parameter ADD     = 3'b000;
parameter SUB     = 3'b000;
parameter MUL     = 3'b000;
parameter ADDSUB  = 7'b0000000;
parameter MULOP   = 7'b0000001;
parameter LW_FUNCT3 = 3'b010;
parameter SW_FUNCT3 = 3'b010;
parameter LB_FUNCT3 = 3'b000;
parameter SB_FUNCT3 = 3'b000;
parameter LH_FUNCT3 = 3'b100;
parameter SH_FUNCT3 = 3'b100;
parameter DIV    = 3'b100;
module ALU(
    input  logic clock,
    input  logic [31:0] Ain,
    input  logic [31:0] Bin,
    input  logic [6:0] IDEXop,
    input  logic [2:0] IDEXfunct3,
    input  logic [6:0] IDEXfunct7,
    output logic [31:0] EXMEMALUOut
);
    always_comb begin
        EXMEMALUOut = 0;
        if (IDEXop == LW || IDEXop == SW || IDEXop == ALUopI) begin
            case (IDEXop)
                LW, SW: EXMEMALUOut = Ain + Bin;
                ALUopI: begin
                    case (IDEXfunct3)
                        3'b000: EXMEMALUOut = Ain + Bin; 
                        3'b010: EXMEMALUOut = ($signed(Ain) < $signed(Bin)) ? 1 : 0;
                        3'b001: EXMEMALUOut = Ain << Bin[4:0];
                        default: EXMEMALUOut = 0;
                    endcase
                end
            endcase
        end else if (IDEXop == ALUopR) begin
            case ({IDEXfunct7, IDEXfunct3})
                {7'b0000000, 3'b000}: EXMEMALUOut = Ain + Bin;
                {7'b0100000, 3'b000}: EXMEMALUOut = Ain - Bin;
                {7'b0000000, 3'b111}: EXMEMALUOut = Ain & Bin;
                {7'b0000000, 3'b110}: EXMEMALUOut = Ain | Bin;
                {7'b0000001, 3'b000}: EXMEMALUOut = Ain * Bin;
                {7'b0000000, 3'b010}: EXMEMALUOut = ($signed(Ain) < $signed(Bin)) ? 1 : 0;
                default: EXMEMALUOut = 0;
            endcase
        end
    end
    always @(posedge clock) begin
        if (0) begin
            $display("ALU: EXMEMALUOut = %h, Ain = %h, Bin = %h, IDEXop = %h, IDEXfunct3 = %b, IDEXfunct7 = %b", 
                     EXMEMALUOut, Ain, Bin, IDEXop, IDEXfunct3, IDEXfunct7);
        end
    end
endmodule
```
`./run.sh`:
```
#!/bin/bash
# OpenROAD 26Q1-2900-gdf79404cd8, Yosys 0.63+post, stock flow scripts
make -C /OpenROAD-flow-scripts/flow DESIGN_CONFIG=/design/flow/config.mk WORK_HOME=/design/flow/orfs finish
```
`./config.mk`:
```
export PLATFORM = sky130hd
export DESIGN_NAME = ALU
export DESIGN_NICKNAME = ALU
export VERILOG_FILES = /design/flow/design.v
export SDC_FILE = /design/flow/constraint.sdc
export NUM_CORES = 4
export LEC_CHECK = 1
export CORE_UTILIZATION = 30
```
`./constraint.sdc`:
```
current_design ALU

set clk_period 19.1
set clk_io_pct 0.2

create_clock -name clk0 -period $clk_period

set non_clock_inputs [all_inputs -no_clocks]
set_input_delay [expr $clk_period * $clk_io_pct] -clock clk0 $non_clock_inputs
set_output_delay [expr $clk_period * $clk_io_pct] -clock clk0 [all_outputs]
```
==> notes.md <==
run results: detailed placement HPWL=70200 um, yosys warns=1, outcome=finished, final reports clean, data arrival time of the worst path=13.72 ns, path type of the worst setup path=input pin to primary output, fmax=0.0570 GHz, Horiz. Die Dim=270 um, core utilization at floorplan=30.5%, # Post-CTS Setup Buffers=0, cycle use final=91.8%, antenna diode instance count=0, count of buffers from port buffering=113, Post-CTS Hold Fix Bufs=0, total track usage=about a quarter, routability congestion estimate from global placement=1.01, instance tally after logic synthesis=2710, sequential-to-total area share from yosys stat=0%, final-layout fill cell count=roughly 7400, final instance area=23800 um2, final hold violation count=0, height of the die=between 200 and 300 um, wire length of the first global-routing pass=133000 um, core region area=70500 um2, total negative slack for setup checks=0 ns, flip-flops=0, MaxCap Viol Count=0, capturing element type of the critical path=primary output, data required time at the worst endpoint=between 15 and 20 ns, clock buf count=0, DR vias=19600, final WL=88000 um, Final Critical Period=about 18 ns, I/O pin cnt=~110, GRT overflow=0, mean post-synth cell area=7.93 um2, Relative slew margins=~33%, number of antenna violations at the first check in global routing=3, worst min-delay path category=input pin to primary output, layout overhead on the synthesized area=10.7%, number of global-route vias before repair=20700, count of pins over their slew limit=0, setup repair after global routing missed its margin=false, number of routed nets with antenna violations=0, Worst Slack Setup Final=1.56 ns, cell area after technology mapping=21500 um2, number of design-rule violations left by the first detailed-router iteration=1426, post-placement cell count=3695, layout cells sized above 1=approximately 4.3%, number of remaining DRC errors=0, Placed Instance Area=approximately 24000 um2, Die Outline Area=about 73000 um2, cell count listed in synth_stat.txt=between 2000 and 3000, largest net degree at the start of global routing=42, average wire per standard cell=roughly 24 um, Vias per Instance=5.30, Max FO, Critical Path=15, Sequential cell area=0 um2, Setup Slack @ Placement=approximately 1.6 ns, count of non-filler cells in the finished layout=3695, Distinct lib cells used=81, chip area line of the yosys report=21500 um2, Placement Rows=97, final tally of setup violations=0, stage-log warning count=98, Worst Max-Slew Pin Slew=1.01 ns, post-cts sizing count=0, length of the first detailed-routing pass in iterations=5, Worst setup SP type=input pin
==> worst max-delay path, cell delays in order <==
cell	delay, ns
sky130_fd_sc_hd__clkdlybuf4s50_1	0.87
sky130_fd_sc_hd__inv_1	0.80
sky130_fd_sc_hd__nor2_1	0.16
sky130_fd_sc_hd__fa_1	0.58
sky130_fd_sc_hd__inv_1	0.06
sky130_fd_sc_hd__fa_1	0.41
sky130_fd_sc_hd__inv_1	0.07
sky130_fd_sc_hd__fa_1	0.40
sky130_fd_sc_hd__inv_1	0.08
sky130_fd_sc_hd__fa_1	0.42
sky130_fd_sc_hd__inv_1	0.09
sky130_fd_sc_hd__fa_1	0.44
sky130_fd_sc_hd__fa_1	0.58
sky130_fd_sc_hd__fa_1	0.45
sky130_fd_sc_hd__fa_1	0.47
sky130_fd_sc_hd__ha_1	0.39
sky130_fd_sc_hd__a21oi_1	0.26
sky130_fd_sc_hd__o21ai_1	0.11
sky130_fd_sc_hd__a221o_1	0.36
sky130_fd_sc_hd__a21oi_1	0.22
sky130_fd_sc_hd__nor2b_1	0.07
sky130_fd_sc_hd__a2111oi_0	0.79
sky130_fd_sc_hd__nor2_1	0.24
sky130_fd_sc_hd__a2111oi_0	0.63
sky130_fd_sc_hd__a2111oi_0	0.14
sky130_fd_sc_hd__o211ai_1	0.27
sky130_fd_sc_hd__clkdlybuf4s50_1	0.51
==> cell usage after synthesis (all sizes together), types with 7 or more instances <==
library cell  instances  area share (%)
o21a                 10            0.35
inv                 461             8.0
a221oi               10            0.41
nor4                  7            0.20
xor2                 29             1.2
a31oi                10            0.29
nand3                16            0.37
nor2                416             7.3
o21ai                90             2.1
mux2i                20            0.93
clkinv               14            0.24
a211oi               23            0.85
a22oi                14            0.49
nand2b               12            0.35
and3                 15            0.44
o21bai               17            0.59
mux4                 18             1.9
nor3                 24            0.56
fa                  410              38
a221o                 9            0.42
nand2               318             5.6
o211ai               15            0.52
a2111oi               8            0.35
a21o                 29             1.0
a21oi               111             2.6
nor2b                13            0.38
o31ai                 8            0.34
nand4                 9            0.26
o22ai                16            0.47
o221ai               21            0.86
buf                  31            0.61
xnor2                98             4.0
a32oi                 7            0.29
clkbuf              109             1.9
ha                  220              13
==> layout make-up <==
class                      count  area (um2)  share of cell area (%)
tap                          940        1180                    4.94
multi-input combinational   2095       19200                    80.6
inverter                     475        1780                    7.49
timing repair buffer         185        1660                    6.98
==> per-layer routing <==
metal | GRT usage, % | vias up | share of wire [%]
li1 | - | 8712 | -
met1 | 34.5 | 9629 | 39
met2 | 37.8 | 1046 | 44
met3 | 11.0 | 185 | 13
met4 | 9.00 | 4 | 4.6
met5 | 0 | - | 0.027
==> cells by family after synthesis <==
group,after synthesis,synth area share [%]
AND/OR/NAND/NOR,859,16.4
adder cells (fa/ha/maj),630,51.0
buffers and inverters,615,10.8
AND-OR/OR-AND,439,13.7
XOR/XNOR,127,5.17
multiplexers,40,2.92
==> cell usage in the layout, fill, tap and decap left out, types with 7 or more instances in the layout <==
| master | netlist | routed |
|---|---|---|
| sky130_fd_sc_hd__a2111oi_0 | 7 | 7 |
| sky130_fd_sc_hd__a211oi_1 | 21 | 21 |
| sky130_fd_sc_hd__a21o_1 | 29 | 29 |
| sky130_fd_sc_hd__a21oi_1 | 111 | 111 |
| sky130_fd_sc_hd__a221o_1 | 9 | 9 |
| sky130_fd_sc_hd__a221oi_1 | 10 | 10 |
| sky130_fd_sc_hd__a22oi_1 | 14 | 14 |
| sky130_fd_sc_hd__a31oi_1 | 10 | 10 |
| sky130_fd_sc_hd__a32oi_1 | 7 | 7 |
| sky130_fd_sc_hd__and3_1 | 15 | 15 |
| sky130_fd_sc_hd__buf_4 | 0 | 72 |
| sky130_fd_sc_hd__clkdlybuf4s50_1 | 0 | 111 |
| sky130_fd_sc_hd__clkinv_1 | 14 | 14 |
| sky130_fd_sc_hd__fa_1 | 410 | 410 |
| sky130_fd_sc_hd__ha_1 | 220 | 220 |
| sky130_fd_sc_hd__inv_1 | 456 | 455 |
| sky130_fd_sc_hd__mux2i_1 | 20 | 20 |
| sky130_fd_sc_hd__mux4_2 | 18 | 18 |
| sky130_fd_sc_hd__nand2_1 | 318 | 318 |
| sky130_fd_sc_hd__nand2b_1 | 12 | 12 |
| sky130_fd_sc_hd__nand3_1 | 16 | 16 |
| sky130_fd_sc_hd__nand4_1 | 9 | 9 |
| sky130_fd_sc_hd__nor2_1 | 414 | 414 |
| sky130_fd_sc_hd__nor2b_1 | 13 | 13 |
| sky130_fd_sc_hd__nor3_1 | 24 | 24 |
| sky130_fd_sc_hd__nor4_1 | 7 | 7 |
| sky130_fd_sc_hd__o211ai_1 | 15 | 15 |
| sky130_fd_sc_hd__o21a_1 | 10 | 10 |
| sky130_fd_sc_hd__o21ai_0 | 65 | 65 |
| sky130_fd_sc_hd__o21ai_1 | 24 | 24 |
| sky130_fd_sc_hd__o21bai_1 | 17 | 17 |
| sky130_fd_sc_hd__o221ai_1 | 21 | 21 |
| sky130_fd_sc_hd__o22ai_1 | 16 | 16 |
| sky130_fd_sc_hd__o31ai_1 | 7 | 7 |
| sky130_fd_sc_hd__xnor2_1 | 98 | 98 |
| sky130_fd_sc_hd__xor2_1 | 29 | 29 |
==> final timing paths <==
check,startpoint,end,slack [ns],depth (start not counted)
hold / removal,IDEXfunct7[2],EXMEMALUOut[17],8.81,5
setup / recovery,Bin[8],EXMEMALUOut[30],1.56,27
==> through the flow <==
stage / hold slack (ns) / utilization, %
finish: 8.81 / 33.7
global route: 8.87 / 33.7
CTS: 8.82 / 33.7
detailed placement: 8.81 / 33.7
global placement: 8.79 / 33.7
floorplan: 7.78 / -
