**/design/flow/design.v**
```verilog
parameter int TAGMSB = 19;  
parameter int TAGLSB = 6;  
parameter int NUM_CACHE_BLOCKS = 4;  
parameter int CACHE_BLOCK_SIZE = 128;   
parameter int NUM_MEM_BLOCKS = 1024;  
parameter int MEM_BLOCK_SIZE = 128;   
parameter int NUM_PA_BITS = 10;  
module ICache(
    input  logic         clock,
    input  logic         reset,
    input  logic [31:0]  addr_in,
    output logic [31:0]  data_out,
    output logic         iCache_stall,
    output logic [31:0]  mem_addr,
    input  logic [127:0] mem_dataOut
);
    typedef enum logic [1:0] {
        RESET_STATE, 
        IDLE,        
        MISS          
    } cache_state_e;
    cache_state_e state, next_state;
    logic [1:0]  index;
    logic [27:0] tag_in; 
    logic [1:0]  offset;
    logic         validMem [3:0];
    logic [27:0]  tagMem   [3:0];
    logic [127:0] dataMem  [3:0];
    logic [2:0] miss_wait_counter;
    assign offset  = addr_in[1:0];    
    assign index   = addr_in[3:2];    
    assign tag_in  = addr_in[31:4];   
    assign mem_addr = addr_in & 32'hFFFFFFFC;
    logic hit;
    assign hit = validMem[index] && (tagMem[index] == tag_in);
    always_comb begin
        unique case (state)
            RESET_STATE:  iCache_stall = 1;       
            IDLE:         iCache_stall = !hit;    
            MISS:         iCache_stall = 1;       
            default:      iCache_stall = 1;
        endcase
    end
    always_comb begin
        next_state = state; 
        case (state)
            RESET_STATE: begin
                next_state = IDLE;
            end
            IDLE: begin
                if (!hit) begin
                    next_state = MISS;
                end
            end
            MISS: begin
                if (miss_wait_counter == 0)
                    next_state = IDLE;
            end
        endcase
    end
    always_ff @(posedge clock or posedge reset) begin
        if (reset) begin
            validMem[0] <= 0;
            validMem[1] <= 0;
            validMem[2] <= 0;
            validMem[3] <= 0;
            tagMem[0] <= '0;
            tagMem[1] <= '0;
            tagMem[2] <= '0;
            tagMem[3] <= '0;
            dataMem[0] <= '0;
            dataMem[1] <= '0;
            dataMem[2] <= '0;
            dataMem[3] <= '0;
            miss_wait_counter <= 0;
            state <= RESET_STATE;
        end
        else begin
            state <= next_state;  
            case (next_state)
                IDLE: begin
                    miss_wait_counter <= 0;
                end
                MISS: begin
                    if (state != MISS) begin
                        miss_wait_counter <= 2;
                    end
                    else if (miss_wait_counter > 0) begin
                        miss_wait_counter <= miss_wait_counter - 1;
                        if (miss_wait_counter == 1) begin
                            dataMem[index]  <= mem_dataOut;
                            tagMem[index]   <= tag_in;
                            validMem[index] <= 1'b1;
                        end
                    end
                end
                default: ;
            endcase
        end
    end
    always_comb begin
        if ((state == IDLE) && hit) begin
            unique case (offset)
                2'd0: data_out = dataMem[index][127 : 96];
                2'd1: data_out = dataMem[index][95  : 64];
                2'd2: data_out = dataMem[index][63  : 32];
                2'd3: data_out = dataMem[index][31  :  0];
            endcase
        end
        else begin
            data_out = 32'h00000000;
        end
    end
endmodule
```
**/design/flow/run.sh**
```bash
#!/bin/bash
# OpenROAD 26Q1-2900-gdf79404cd8, Yosys 0.63+post, stock flow scripts
make -C /OpenROAD-flow-scripts/flow DESIGN_CONFIG=/design/flow/config.mk WORK_HOME=/design/flow/orfs finish
```
**/design/flow/config.mk**
```make
export PLATFORM = sky130hd
export DESIGN_NAME = ICache
export DESIGN_NICKNAME = ICache
export VERILOG_FILES = /design/flow/design.v
export SDC_FILE = /design/flow/constraint.sdc
export NUM_CORES = 4
export LEC_CHECK = 1
export CORE_UTILIZATION = 40
```
**/design/flow/constraint.sdc**
```tcl
current_design ICache

set clk_period 29.3
set clk_io_pct 0.2

create_clock -name clk0 -period $clk_period [get_ports {clock}]

set non_clock_inputs [all_inputs -no_clocks]
set_input_delay [expr $clk_period * $clk_io_pct] -clock clk0 $non_clock_inputs
set_output_delay [expr $clk_period * $clk_io_pct] -clock clk0 [all_outputs]
```
==> flow_summary.json <==
{
  "synth.most_common_cell": "dfrtp_1",
  "fp-utilization": 0.4056,
  "max_stage_delay_ns": 0.66,
  "grt_max_degree": 127,
  "ys_seq_frac": 0.5444,
  "ys_area_sq_mm": 0.02915,
  "drc": 0,
  "yosys_warnings": 4,
  "cts_max_path_buffers": 3,
  "worstHoldStart": "validMem[3]$_DFFE_PP0P_",
  "ios": 227,
  "gp_congestion": 0.8068,
  "portBuffers": 224,
  "rr_endpoint": "dataMem[1][75]$_DFFE_PP0P_",
  "rows": 98,
  "ys_cells": 1788,
  "htreeDepth": 3,
  "grt_pass1_wl_um": 106100,
  "die_y_um": 271.9,
  "fin_ws_ns": 12.95,
  "final_cells": 2975,
  "tightest_slew_ns": 0.8109,
  "critPathSlowestCell": "buf_4",
  "cp-startpoint": "addr_in[2]",
  "ys_seq_elements": 634,
  "holdWs_ns": 0.4712,
  "vias_per_cell": 5.435,
  "overflow": 0,
  "core_sq_mm": 0.07185,
  "rrSetupSlack_ns": 25.72,
  "top_area_cell": "dfrtp_1",
  "wirelength_um": 65830,
  "worstSetupStartpointType": "primary input",
  "relSlewSlack": 0.4594,
  "placed_cell_area_sq_mm": 0.03209,
  "critical_path.top_delay_family": "buffers and inverters",
  "post-route-period-util": 0.5579,
  "grt_setup_unrepaired": "false",
  "cts_sinks": 634,
  "synth_area_sq_mm": 0.02915,
  "cap_violations": 0,
  "yosysTopAreaCellShare": 0.5435,
  "clk_pin_slew_ns": 0.06,
  "post_route_cells_drive_above_1_share": 0.4799,
  "dp_cells": 2844,
  "clk_latency_ns": 0.60,
  "cts_root_buf": "clkbuf_16",
  "p_leak_nw": 15.97,
  "finalSetupViolations": 0,
  "ant_nets": 0,
  "log.warning_count": 33,
  "crit_buf_inv": 5,
  "finish.utilization": 0.4806,
  "finalSetupTns_ns": 0,
  "drv_slew": 0,
  "hp-class": "flip-flop to flip-flop",
  "synthToLayoutAreaGrowth_pct": 18.47,
  "holdBufCountCts": 0,
  "async_flop_share": 1.000,
  "worstHoldEndpoint": "validMem[3]$_DFFE_PP0P_",
  "die_w_um": 271.9,
  "firstDrtPassIters": 4,
  "report.power.total_mw": 2.660,
  "cts_setup_buffers": 0,
  "ctsResizeCount": 0,
  "fmax_mhz": 61.17,
  "die-area_sq_mm": 0.07395,
  "ys_top_cells_by_area": "dfrtp_1 54%, mux2_2 24%, mux4_2 13%, mux2i_1 1.4%, buf_2 1.2%",
  "whs_path_depth": 1,
  "grt_pass1_vias": 17970,
  "grt_usage": 0.1953,
  "synth.distinct_cells": 52,
  "power_density_mw_per_mm2": 77.05,
  "design_area_sq_mm": 0.03453,
  "r2r_start": "miss_wait_counter[0]$_DFFE_PP0P_",
  "yosys-top-cells-count": "633 x dfrtp_1, 622 x mux2_2, 174 x mux4_2",
  "wl_per_cell_um": 22.13,
  "crit_path_frequent_cell": "buf_4",
  "dr_total_vias": 16170,
  "reg2reg_depth": 11,
  "cp_max_fo": 47,
  "drtIter0Drc": 643,
  "place_ws_ns": 12.82,
  "end_kind": "primary output",
  "edf_count": 0,
  "hpwl_um": 39210,
  "antenna_found_initial": 20,
  "cts_tree": "done",
  "arrival_ns": 10.49,
  "period_minus_slack_ns": 16.35,
  "dominantRegCellSynth": "dfrtp_1",
  "avgSynthCellArea_sq_um": 16.30,
  "status": "finished clean",
  "finalClockSkew_ns": 0.01952,
  "netlist_instances": 1788,
  "required_ns": 23.44,
  "numCtsBuffers": 73,
  "max-vdd-ir-drop_uv": 41.64,
  "path_cells": "buf_8 > buf_4 > buf_4 > mux4_2 > xnor2_1 > nand4_1 > nor3_1 > nand4_4 > buf_4 > and2b_1 > clkdlybuf4s50_1",
  "hold_violations": 0,
  "path_class": "primary input to primary output"
}
[layer usage]
metal / part of all wire / global-route usage / wire length [um]
met1: 0.43 / 0.2934 / 28300
met2: 0.47 / 0.2909 / 30850
met3: 0.078 / 0.06991 / 5131
met4: 0.021 / 0.03829 / 1392
met5: 0.0024 / 0 / 161
[placed cells by master, fill, tap and decap left out, drive strengths merged, types with 7 or more instances in the layout]
cell type      netlist  routed
nand2               15      15
dfrtp              633     633
xnor2               10      10
clkinv               0       7
nor2                12      12
buf                131      35
clkbuf              20     111
inv                  9      11
mux2i               40      40
mux4               174     174
clkdlybuf4s50        0     220
mux2               622     622
xor2                 8       8
o21ai               11      11
nor2b               37      37
[power breakdown]
group          switching (mW)  leakage, nW  internal (mW)
logic                   0.170         6.22          0.338
registers               0.116         8.56           1.12
clock network           0.352         1.20          0.563
total                   0.638         16.0           2.02
[flip-flops by register name, indices dropped and copies added (netlist names)]
register,count
miss_wait_counter,3
dataMem,512
state,3
validMem,4
tagMem,112
[cell type report]
| cell class | instances | area [sq um] |
|---|---|---|
| multi-input combinational | 996 | 12450 |
| tap | 950 | 1189 |
| sequential | 634 | 15870 |
| inverter | 9 | 41.29 |
| fill | 6016 | 37320 |
| timing repair buffer | 255 | 2540 |
| antenna | 6 | 15.01 |
| clock inverter | 14 | 214.0 |
| clock buffer | 111 | 2213 |
[worst reg2reg max path, delay by kind of cell (launching register included)]
family | cells | cell delay, ns
and+or+nand+nor | 3 | 0.39
adders and majority gates | 1 | 0.19
buffers and inverters | 6 | 1.92
DFF | 1 | 0.42
muxes | 1 | 0.56
[worst max-delay path by stage]
stage,endpoint,cells after the start
after global routing,data_out[3],11
after CTS,data_out[3],11
final,data_out[3],11
[cells by family after synthesis]
logic type / synth area share
fa+ha+maj: 0.001288
xor+xnor: 0.005409
compound gates: 0.01112
other cells: 0.0001287
buf+inv: 0.02953
mux: 0.3885
simple gates: 0.01966
flops: 0.5444
Power is estimated from default activity; no workload was simulated.
